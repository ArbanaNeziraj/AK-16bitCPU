<file path="/design/flow/design.v">
`timescale 1ns / 1ps
module RegisterFile(
    input [1:0] RS,
    input [1:0] RT,
    input [1:0] RD,
    input [15:0] WriteData,
    output [15:0] ReadRS,
    output [15:0] ReadRT,
    input RegWrite,
    input Clock
    );
reg [15:0] Registers[3:0];
integer i;
initial
begin
    for(i=0;i<4;i=i+1) begin
       Registers[i]=16'd0;
    end
end
always @(posedge Clock)
    begin
       if(RegWrite) Registers[RD] <= WriteData;
    end
assign ReadRS = Registers[RS];
assign ReadRT = Registers[RT];
endmodule
</file>
<file path="/design/flow/run.sh">
#!/bin/bash
# OpenROAD 26Q1-2900-gdf79404cd8, Yosys 0.63+post, stock flow scripts
make -C /OpenROAD-flow-scripts/flow DESIGN_CONFIG=/design/flow/config.mk WORK_HOME=/design/flow/orfs finish
</file>
<file path="/design/flow/config.mk">
export PLATFORM = sky130hd
export DESIGN_NAME = RegisterFile
export DESIGN_NICKNAME = RegisterFile
export VERILOG_FILES = /design/flow/design.v
export SDC_FILE = /design/flow/constraint.sdc
export NUM_CORES = 4
export LEC_CHECK = 1
export CORE_UTILIZATION = 30
</file>
<file path="/design/flow/constraint.sdc">
current_design RegisterFile

set clk_period 3.2
set clk_io_pct 0.2

create_clock -name clk0 -period $clk_period [get_ports {Clock}]

set non_clock_inputs [all_inputs -no_clocks]
set_input_delay [expr $clk_period * $clk_io_pct] -clock clk0 $non_clock_inputs
set_output_delay [expr $clk_period * $clk_io_pct] -clock clk0 [all_outputs]
</file>
==> impl_metrics.json <==
{
  "setup_tns_ns": 0,
  "rsz0062_at_grt": "no",
  "place.port_buffers": 55,
  "die_w_um": 98.64,
  "ys_ff": 64,
  "antennaDiodeCount": 0,
  "yosys_area_um2": 2801,
  "dr.pass1.iters": 4,
  "syn_area_per_cell_um2": 25.94,
  "synthToLayoutAreaGrowth_pct": 30.86,
  "max_freq_ghz": 0.3347,
  "critical_path_required_ns": 2.56,
  "routed_via_density": 5.094,
  "die_area_um2": 9729,
  "warnings": 25,
  "critPathMaxFanout": 16,
  "grt_max_degree": 17,
  "yosys_warnings": 1,
  "ys_seq_share": 0.6860,
  "antenna_left": 0,
  "worst_setup_path_start_kind": "input pin",
  "ir_worst_vdd_uv": 325.9,
  "fin_crit_ns": 2.988,
  "synth_stat.cells": 108,
  "dpl.cell_count": 270,
  "grt_pass1_wl_um": 8445,
  "wirelength_um": 5298,
  "cts_resized": 0,
  "instances_no_fill": 286,
  "grt_overflow": 0,
  "drv_cap": 0,
  "postCtsHoldBufs": 0,
  "cts.sinks": 64,
  "final_layout_top_logic_cells": "edfxtp_1 (64), clkdlybuf4s50_1 (55), mux4_2 (20), mux4_1 (12), clkbuf_8 (9)",
  "synthDistinctLibCells": 9,
  "drt-initial-drc-count": 43,
  "largest_reg_flops": 64,
  "dp_hpwl_um": 3454,
  "fillCellCount": 762,
  "syn_area_um2": 2801,
  "drt_drc_violations_left": 0,
  "hold_class": "input pin to flop",
  "timing.final.crit_share": 0.9337,
  "mostFrequentLayoutCell": "edfxtp_1",
  "yosysTopAreaCellShare": 0.6860,
  "yosysTopAreaCell": "edfxtp_1",
  "root_buffer": "clkbuf_8",
  "drive_above_1_share": 0.2247,
  "hold_violations": 0,
  "reg_top3": "Registers: 64 flops",
  "postCtsSetupRepairBufs": 0,
  "antenna_found_initial": 0,
  "vias": 1457,
  "crit_arrival_ns": 2.35,
  "power.density_nw_per_um2": 497.8,
  "worst_slew_pin_slew_ns": 0.8407,
  "grt_usage": 0.1240,
  "status": "finished clean",
  "clk_pin_slew_ns": 0.06,
  "wl_per_cell_um": 18.52,
  "cts_buffer_depth": 2,
  "ys_top_cells_by_area": "edfxtp_1 (69%), mux4_2 (16%), mux4_1 (11%), buf_12 (1.4%), buf_6 (0.80%)",
  "gp_congestion": 0.7722,
  "htree_levels": 3,
  "die_y_um": 98.64,
  "worstSetupPathType": "input pin to output pin",
  "core_area_um2": 8891,
  "core_util_floorplan": 0.3151,
  "grt_pass1_vias": 1648,
  "cp-end-kind": "output pin",
  "setup_viol": 0,
  "cts_made_buffers": 9,
  "drv_slew": 0,
  "syn_inst": 108,
  "largest-register": "Registers",
  "num_io_pins": 56,
  "fp-row-count": 34,
  "hold_ws_ns": 0.9446,
  "power.leakage_uw": 0.001216,
  "slew_headroom": 0.4395,
  "cts_tree": "built"
}
[cells in the mapped netlist]
cell	instances
mux4_1	12
nor3b_1	1
and3_1	1
mux4_2	20
buf_2	4
edfxtp_1	64
buf_6	2
and3b_1	2
buf_12	2
[through the flow]
step | util | total power [µW] | cell area [µm²] | worst slack, ns
6_report | 0.4123 | 1825 | 3666 | 0.2120
5_1_grt | 0.4123 | 1906 | 3666 | 0.1303
4_1_cts | 0.4123 | 1850 | 3666 | 0.1890
3_5_place_dp | 0.3922 | 1225 | 3487 | 0.2030
3_3_place_gp | 0.3922 | 1219 | 3487 | 0.2278
2_1_floorplan | - | 1085 | 2801 | 0.8937
[routing by layer]
| layer | wire [µm] | GRT usage |
|---|---|---|
| met1 | 1986 | 0.1610 |
| met2 | 2482 | 0.1798 |
| met3 | 817 | 0.09885 |
| met4 | 12 | 0.006889 |
| met5 | 0 | 0 |
[report_power, final]
part | switching (µW) | total (µW) | leakage [µW] | internal [µW]
Combinational | 67.9 | 221 | 0.000536 | 153
Sequential | 15.0 | 983 | 0.000588 | 968
Clock | 270 | 622 | 0.0000922 | 352
[worst paths after layout]
check  cells after the start         start  slack (ns)         endpoint
min                        1  WriteData[6]        0.94  Registers[2][6]
max                        4         RT[0]        0.21        ReadRT[1]
[layout make-up]
cell class | count | area [µm²] | share of cell area
clock buffers | 11 | 131.4 | 0.03584
repair buffers | 62 | 628.1 | 0.1713
flip-flops and latches | 64 | 1922 | 0.5242
clock inverters | 5 | 47.55 | 0.01297
multi-input cells | 36 | 802.0 | 0.2188
well taps | 108 | 135.1 | 0.03686
[worst max-delay path: stages]
cell	delay (ns)
clkdlybuf4s50_1	0.51
buf_12	0.20
mux4_1	0.57
clkdlybuf4s50_1	0.42
[cell families after synthesis]
| family | Yosys count | share of synthesized area |
|---|---|---|
| flip-flops | 64 | 0.6860 |
| AND/OR/NAND/NOR | 4 | 0.01117 |
| buffers and inverters | 8 | 0.02948 |
| multiplexers | 32 | 0.2733 |
Power and IR drop assume default switching activity.
