[/design/flow/run.sh]
#!/bin/bash
# OpenROAD 26Q1-2900-gdf79404cd8, Yosys 0.63+post, stock flow scripts
make -C /OpenROAD-flow-scripts/flow DESIGN_CONFIG=/design/flow/config.mk WORK_HOME=/design/flow/orfs finish
[/design/flow/config.mk]
export PLATFORM = sky130hd
export DESIGN_NAME = mux2n1_16bit
export DESIGN_NICKNAME = mux2n1_16bit
export VERILOG_FILES = /design/flow/design.v
export SDC_FILE = /design/flow/constraint.sdc
export NUM_CORES = 4
export LEC_CHECK = 1
export CORE_AREA = 10 10 70 70
export DIE_AREA = 0 0 80 80
[/design/flow/constraint.sdc]
current_design mux2n1_16bit

set clk_period 1.0
set clk_io_pct 0.2

create_clock -name clk0 -period $clk_period

set non_clock_inputs [all_inputs -no_clocks]
set_input_delay [expr $clk_period * $clk_io_pct] -clock clk0 $non_clock_inputs
set_output_delay [expr $clk_period * $clk_io_pct] -clock clk0 [all_outputs]
[/design/flow/design.v]
`timescale 1ns / 1ps
module mux2n1_16bit(
    input [15:0] Hyrja0,
    input [15:0] Hyrja1,
    input S,
    output [15:0] Dalja
    );
assign Dalja = S ? Hyrja1 : Hyrja0;
endmodule
==> results_dict.tcl <==
# collected from the flow reports
set metrics [dict create \
    critPathArrivalTime_ns 0.86 \
    status "finished, violations left" \
    finalNonFillerCells 113 \
    p_comb_share_pct 100.0 \
    dp_hpwl_mm 1.19 \
    area_leaders "mux2_4, mux2_2, buf_12, buf_6" \
    drive_gt1_share_pct 52.2 \
    final_util_pct 23.3 \
    first_iter_violations 0 \
    slew_viol_final 0 \
    syn_area_um2 249 \
    synthTopCellsByCount "mux2_4, mux2_2, buf_12, buf_6" \
    synth_area_leader_cell "mux2_4" \
    ys_types 4 \
    vdd_ir_drop_max_v 0.000128 \
    worstMarginPinSlew_ns 0.0711 \
    fin_tns_setup_ns -0.801 \
    grt_pass1_vias 403 \
    cts_hold_buf 0 \
    violations "negative setup slack" \
    vias 356 \
    ios 49 \
    top_cell_area_share_pct 60.3 \
    ant_nets 0 \
    antenna_cells 0 \
    ff_count 0 \
    finalCritPeriodShare_pct 106 \
    drt_pass1_iterations 1 \
    synth_seq_share_pct 0 \
    dpl.cell_count 112 \
    setup_viol 16 \
    gp_congestion 0.820 \
    synthCells 18 \
    die_y_um 80 \
    hold_viol_final 0 \
    min_path_type "input pin to primary output" \
    antenna_found_initial 0 \
    warning_count 34 \
    grt_usage_pct 3.79 \
    seqPwrFrac_pct 0 \
    syn2layout_area_growth_pct 219 \
    switchingPower_mw 0.0649 \
    wl_mm 1.39 \
    die_area_um2 6400 \
    ys_warn_count 0 \
    startpoint_type "input pin" \
    drc 0 \
    grt_max_degree 9 \
    clockBufferCount 0 \
    syn_avg_cell_area_um2 13.8 \
    cp_max_fo 8 \
    clkPwrFrac_pct 0 \
    cp.required_ns 0.80 \
    postPlaceCellArea_um2 786 \
    slew_headroom_pct 95.3 \
    grt_overflow 0 \
    core_area_um2 3420 \
    fp_util_pct 7.29 \
    p_int_mw 0.233 \
    ys_area_um2 249 \
    switching_share_pct 21.8 \
    die_w_um 80 \
    stdcell_area_um2 795 \
    timing.fmax_ghz 0.947 \
    most_common_cell "mux2_4" \
    critPathCaptureType "primary output" \
    avgViaCountPerCell 3.15 \
    rsz0062_at_grt "true" \
    grt_pass1_wl_mm 1.97 \
    fin_ws_ns -0.0555 \
    p_leak_nw 0.417 \
    worstSetupPathType "input pin to primary output" \
    wl_per_cell_um 12.3 \
    ys_cells 18 \
    power.density_nw_per_um2 375 \
    layout_min_cycle_time_ns 1.06 \
    cap_viol_max_count 0 \
    rows 21 \
    portBuffers 49 \
    ff_latch_area_um2 0 \
    cts_setup_buffers 0 \
]
final cells by class:
| cell class | count | area [um^2] |
|---|---|---|
| fill | 383 | 2620 |
| timing repair buffer | 51 | 497 |
| multi-input combinational | 16 | 240 |
| tap | 46 | 57.6 |
worst paths after layout:
check	startpoint	cells past startpoint	slack [ns]	end
worst min-delay path	Hyrja0[15]	3	0.80	Dalja[15]
worst max-delay path	S	4	-0.06	Dalja[11]
metal layers:
metal	share of wire (%)	GRT usage [%]	up-vias
li1	-	-	167
met1	50	5.34	140
met2	24	4.09	49
met3	26	3.64	0
met4	0	0	0
met5	0	0	-
critical path, cell delays in order:
cell and delay [ns]:
buf_12 0.11, buf_12 0.14, mux2_4 0.30, buf_6 0.11
cell families after synthesis:
family,count (synthesis),share of synthesized area [%]
buffers and inverters,2,12.6
multiplexers,16,87.4
what timing repair did:
| action | 4_1_cts | 5_1_grt |
|---|---|---|
| resized | 101 | 6 |
| endpoints found under the setup margin | 16 | 16 |
| gates cloned | 1 | 0 |
layout by cell type, fill, tap and decap left out:
master and n:
buf_2 5, mux2_4 16, buf_6 11, buf_12 2
dlygate4sd2_1 32, buf_16 1
power groups by stage:
| stage | clock network [mW] | logic (mW) | registers, mW |
|---|---|---|---|
| after CTS | 0 | 0.280 | 0 |
| after global routing | 0 | 0.320 | 0 |
| final | 0 | 0.298 | 0 |
metrics by stage:
step	total power, mW	setup slack (ns)	hold slack, ns
after floorplan	0.0893	0.0725	0.498
after global placement	0.317	-0.850	1.44
after detailed placement	0.318	-0.855	1.43
after CTS	0.280	-0.0646	0.801
after global routing	0.320	-0.0730	0.812
final	0.298	-0.0555	0.796
Power and IR drop assume default switching activity.
